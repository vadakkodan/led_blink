File: ./config.mk
export PLATFORM = sky130hd
export DESIGN_NAME = led_blink
export DESIGN_NICKNAME = led_blink
export VERILOG_FILES = /design/flow/design.v
export SDC_FILE = /design/flow/constraint.sdc
export NUM_CORES = 4
export LEC_CHECK = 1
export CORE_UTILIZATION = 30
File: ./constraint.sdc
current_design led_blink

set clk_period 4.5
set clk_io_pct 0.2

create_clock -name clk0 -period $clk_period [get_ports {clock}]

set non_clock_inputs [all_inputs -no_clocks]
set_input_delay [expr $clk_period * $clk_io_pct] -clock clk0 $non_clock_inputs
set_output_delay [expr $clk_period * $clk_io_pct] -clock clk0 [all_outputs]
File: ./design.v
module led_blink(
  input clock,
  input enable,
  input sw1,
  input sw2,
  output led);
parameter count_100Hz = 250_000;
parameter count_50Hz  = 500_000;
parameter count_10Hz  = 25_000_00;
parameter count_1Hz   = 25_000_000;
reg [31:0] r_100Hz_counter = 32'b0;
reg [31:0] r_50Hz_counter  = 32'b0;
reg [31:0] r_10Hz_counter  = 32'b0;
reg [31:0] r_1Hz_counter   = 32'b0;
reg t_100_toggle = 1'b0;
reg t_50_toggle = 1'b0;
reg t_10_toggle = 1'b0;
reg t_1_toggle = 1'b0;
reg o_led;
always @ (posedge clock)
begin
  if (r_100Hz_counter ==  count_100Hz -1)
  begin
    t_100_toggle    <= !(t_100_toggle);
    r_100Hz_counter <= 0;
  end
  else
    r_100Hz_counter <= r_100Hz_counter +1;
end
always @ (posedge clock)
begin
  if (r_50Hz_counter ==  count_50Hz -1)
  begin
    t_50_toggle    <= !(t_50_toggle);
    r_50Hz_counter <= 0;
  end
  else
    r_50Hz_counter <= r_50Hz_counter +1;
end
always @ (posedge clock)
begin
  if (r_10Hz_counter ==  count_10Hz -1)
  begin
    t_10_toggle    <= !(t_10_toggle);
    r_10Hz_counter <= 0;
  end
  else
    r_10Hz_counter <= r_10Hz_counter +1;
end
always @ (posedge clock)
begin
  if (r_1Hz_counter ==  count_1Hz -1)
  begin
    t_1_toggle    <= !(t_1_toggle);
    r_1Hz_counter <= 0;
  end
  else
    r_1Hz_counter <= r_1Hz_counter +1;
end
always @ (*)
begin
  if (enable)
  begin
    case ({sw1,sw2})
      2'b00 : o_led <= t_100_toggle;
      2'b01 : o_led <= t_50_toggle;
      2'b10 : o_led <= t_10_toggle;
      2'b11 : o_led <= t_1_toggle;
      default: o_led <= 0;
    endcase
  end
end
assign led = o_led;
endmodule
File: ./run.sh
#!/bin/bash
# OpenROAD 26Q1-2900-gdf79404cd8, Yosys 0.63+post, stock flow scripts
make -C /OpenROAD-flow-scripts/flow DESIGN_CONFIG=/design/flow/config.mk WORK_HOME=/design/flow/orfs finish
==> reports/qor.csv <==
stage;metric;value;unit
logic_synthesis;Avg Inst Size Synth;9.42;µm²
pwr;Max VDD drop;0.278;mV
sta;Peak Freq;462;MHz
logic_synthesis;area reported by Yosys stat;5540;µm²
logic_synthesis;Top-area cell share;0.463;
logic_synthesis;XORs/XNORs by Area;0.179;
setup_path;Crit path buffers/inverters;0;
cts;TritonCTS clock tree;yes;
setup_path;critical path data required time;4540;ps
setup_path;CP max stage cell;nor2_2;
global_routing;first-pass GRT wire length;16300;µm
layout;Post-Layout Cell Count;846;
cts;Num CTS Buffers;17;
sta;final setup fails;0;
worst_hold_path;Min-Delay Startpoint;r_100Hz_counter[0]$_SDFF_PN0_;
setup_path;CP delay by family, top;simple AND/OR/NAND/NOR gates;
logic_synthesis;cells after synthesis;588;
sta;setup TNS;0;ps
route;number of vias per cell;4.61;
floorplanning;row count;49;
route;drc violations;0;
pwr;Seq pwr share;0.475;
setup_path;CP Class;reg -> reg;
setup_path;register-to-register setup slack;2330;ps
sta;Worst-Margin Slew;734;ps
setup_path;r2r endpoint;t_1_toggle$_DFFE_PN_;
logic_synthesis;Compound Share, Synth;0.0122;
flow_run;Log Warnings;25;
pwr;combinational share of power;0.001;
placed_design;DPL Wire Length;6240;µm
floorplanning;die span in x;138;µm
route;Ant. Diodes;0;
sta;Slew HR;0.506;
cts;Clock Tree Buf Depth;2;
logic_synthesis;Distinct cells, synth;39;
sta;register pins left without a clock;1;
pwr;power per cell area;387;nW/µm²
setup_path;reg2reg path depth;5;
setup_path;Worst setup SP type;register;
logic_synthesis;YS warnings;1;
cts;clock latency (worst-skew pair);410;ps
worst_hold_path;hold path cells;1;
worst_hold_path;WHS Endpoint;r_100Hz_counter[0]$_SDFF_PN0_;
logic_synthesis;ys async rst share;0;
pwr;static leakage;2.36;nW
cts;# resized after CTS;0;
worst_hold_path;worst hold path type;reg -> reg;
pwr;switching portion of total power;0.197;
setup_path;Crit. Startpoint;r_1Hz_counter[0]$_SDFF_PN0_;
logic_synthesis;Post-Syn Area;5540;µm²
layout;area grow syn2layout;15.4;%
cts;clock slew at reported path FFs;60;ps
placed_design;gp weighted congestion;0.818;
route;Final ANT Viol Nets;0;
global_routing;vias in the first global route;3490;
cts;Post-CTS Setup Inserts;0;
layout;most frequent cells in the layout;dfxtp_1, nor2_1, xnor2_1;
logic_synthesis;Post-Synth Adder-Cell Area;0.00904;
logic_synthesis;simple-gate share of the synthesized area;0.290;
route;WL/cell;11.1;µm
cts;H-tree level count;4;
global_routing;initial antenna violation count;0;
sta;final hold vios;0;
sta;Min Clock Period, post-route;2170;ps
global_routing;Global Route Usage Sum;0.107;
setup_path;WP data arrival;2210;ps
sta;cycle use final;0.481;
floorplanning;Init Core Util;0.307;
logic_synthesis;Synth Register Bits;133;
route;1st-iter DRT viols;146;
setup_path;reg2reg start;r_1Hz_counter[0]$_SDFF_PN0_;
sta;RSZ-0062 raised after global routing;no;
layout;share of cells above drive strength 1;0.0632;
setup_path;Critical Path, Cell by Cell;ha_1 > nand3_1 > nor2_1 > nand4_1 > nor2_2;
floorplanning;IO Pins;5;
sta;Setup Skew;7.46;ps
logic_synthesis;main flop type;dfxtp_1;
logic_synthesis;ys cells;588;
route;DR pass1 iterations;4;
logic_synthesis;Post-synth EDFFs;4;
global_routing;grt total ovfl;0;
logic_synthesis;leading area contributor after synthesis;dfxtp_1;
pwr;P_sw;487;µW
pwr;Clock Power Share;0.523;
sta;endpoints left unconstrained;2;
placed_design;port bufs;4;
setup_path;CP max FO;14;
route;Via Count;3902;
setup_path;CP peak stage delay;530;ps
sta;Slew Viols, Final;0;
cts;CTS Hold Bufs;0;
floorplanning;die area;19000;µm²
layout;final core occ;0.355;
layout;most numerous logic cell after layout;dfxtp_1;
pwr;internal power;1.98;mW
floorplanning;Die Y;138;µm
flow_run;Max Cap Viol;0;
placed_design;# placed instances;814;
status;run status;completed;
setup_path;Worst setup EP type;register;
pwr;Power, Total;2.47;mW
route;Post-Route WL;9400;µm
logic_synthesis;Dominant comb cell;simple AND/OR/NAND/NOR gates;
cts;root buf cell;clkbuf_16;
global_routing;largest net degree at the start of global routing;17;
logic_synthesis;Multiplexer share;0.00407;
floorplanning;Floorplan Core Area;18000;µm²
logic_synthesis;ranking of synthesized cells by area;dfxtp_1, xnor2_1, xor2_1, nand3_1, nor2_1;
==> synth_stat cells, types with 2 or more instances <==
cell type    n
dfxtp_1    128
nor2_1      72
xnor2_1     59
nand3_1     54
xor2_1      54
nand2_1     43
nand4_1     34
and3_1      19
nor4_1      19
inv_1       16
nor3_1      13
and2_1      10
and4_1      10
clkbuf_1     6
or3_1        5
edfxtp_1     4
ha_1         4
nor2b_1      4
nor4b_1      4
or4_1        4
a21oi_1      3
o211ai_1     3
nor4_2       2
o21ai_0      2
or4b_1       2
==> worst reg2reg max path, stage by stage (launching register included) <==
cell     delay, ps
dfxtp_1        360
ha_1           200
nand3_1        220
nor2_1         260
nand4_1        220
nor2_2         530
==> sequential cells by signal (all words and copies together), names as in the netlist <==
signal / flops
t_10_toggle: 1
o_led: 1
t_1_toggle: 1
r_1Hz_counter: 32
r_10Hz_counter: 32
r_100Hz_counter: 32
t_100_toggle: 1
r_50Hz_counter: 32
t_50_toggle: 1
==> area by class of cell <==
| cell class | instances | area, µm² |
|---|---|---|
| multi-input combinational | 430 | 2740 |
| clock buffer | 21 | 440 |
| timing repair buffer | 6 | 55.1 |
| inverter | 16 | 60.1 |
| tap | 229 | 287 |
| sequential | 133 | 2700 |
| clock inverter | 11 | 111 |
| fill | 1808 | 11600 |
==> metal layers <==
layer  share of wire  track usage  routed length (µm)  vias to the layer above
met1            0.55        0.175                5170                     1783
met4           0.010       0.0109                  98                        0
met2            0.41        0.148                3870                       33
met5               0            0                   0                        -
li1                -            -                   -                     2076
met3           0.028       0.0261                 265                       10
==> power groups by stage <==
stage | clock [mW] | combinational, mW | sequential [mW]
final | 1.29 | 0.00306 | 1.17
after global routing | 1.38 | 0.00315 | 1.17
after CTS | 1.32 | 0.00312 | 1.17
==> worst max-delay path by stage <==
stage                             endpoint  slack (ps)  cells after the start
after CTS             t_1_toggle$_DFFE_PN_        2340                      5
after global routing  t_1_toggle$_DFFE_PN_        2180                      5
final                 t_1_toggle$_DFFE_PN_        2330                      5
==> kinds of logic after synthesis <==
kind of cell	after synthesis
AND/OR/NAND/NOR	302
flip-flops	132
buffers and inverters	25
AND-OR/OR-AND	10
adder cells (fa/ha/maj)	4
latches	1
multiplexers	1
XOR/XNOR	113
==> metrics by stage <==
step	hold slack, ps	worst slack (ps)	area (µm²)
final	462	2330	6390
after global routing	476	2180	6390
after CTS	466	2340	6390
after detailed placement	450	2340	5840
after global placement	440	2380	5840
after floorplan	426	2650	5540
Power and IR drop assume default switching activity.
